**run.sh**
```bash
#!/bin/bash
# OpenROAD 26Q1-2900-gdf79404cd8, Yosys 0.63+post, stock flow scripts
make -C /OpenROAD-flow-scripts/flow DESIGN_CONFIG=/design/flow/config.mk WORK_HOME=/design/flow/orfs finish
```
**config.mk**
```make
export PLATFORM = sky130hd
export DESIGN_NAME = matrix_alu
export DESIGN_NICKNAME = matrix_alu
export VERILOG_FILES = /design/flow/design.v
export SDC_FILE = /design/flow/constraint.sdc
export NUM_CORES = 4
export LEC_CHECK = 1
export CORE_UTILIZATION = 30
```
**constraint.sdc**
```tcl
current_design matrix_alu

set clk_period 1.0
set clk_io_pct 0.2

create_clock -name clk0 -period $clk_period [get_ports {clk}]

set non_clock_inputs [all_inputs -no_clocks]
set_input_delay [expr $clk_period * $clk_io_pct] -clock clk0 $non_clock_inputs
set_output_delay [expr $clk_period * $clk_io_pct] -clock clk0 [all_outputs]
```
**design.v**
```verilog
module matrix_add_sub #(parameter word_size = 32,  
                            parameter Amatrixrownum = 2,  
                            parameter Amatrixcolnum = 2,  
                            parameter Bmatrixrownum = 2,  
                            parameter Bmatrixcolnum = 2)(  
    input   wire        op,   
    input   wire        [(Amatrixcolnum * Amatrixrownum) * word_size - 1 : 0]A,  
    input   wire        [(Bmatrixcolnum * Bmatrixrownum) * word_size - 1 : 0]B,  
    output  wire        [(Amatrixrownum *Bmatrixcolnum) * word_size - 1 : 0]ASP  
);
    wire    [(word_size-1):0] Amatrix [0:Amatrixrownum - 1][0:Amatrixcolnum - 1];
    wire     [(word_size-1):0] Bmatrix [0:Bmatrixrownum - 1][0:Bmatrixcolnum - 1];
    wire    [(word_size-1):0] add_sub_wire[0:Amatrixrownum - 1][0:Bmatrixcolnum - 1];
genvar x, y;
genvar i, j;
genvar Amatrixrowindex, Amatrixcolindex;
genvar Bmatrixrowindex, Bmatrixcolindex;
generate
    for (Amatrixrowindex = 0; Amatrixrowindex < Amatrixrownum; Amatrixrowindex = Amatrixrowindex + 1) begin
        for (Amatrixcolindex = 0; Amatrixcolindex < Amatrixcolnum; Amatrixcolindex = Amatrixcolindex + 1) begin
                assign Amatrix[Amatrixrowindex][Amatrixcolindex] = A[(Amatrixcolnum * Amatrixrownum) * word_size - 1 - (Amatrixcolnum * Amatrixrowindex + Amatrixcolindex) * word_size : (Amatrixcolnum * Amatrixrownum) * word_size -1 - (Amatrixcolnum * Amatrixrowindex + Amatrixcolindex) * word_size  - (word_size-1)]; 
        end
    end
    for (Bmatrixrowindex = 0; Bmatrixrowindex < Bmatrixrownum; Bmatrixrowindex = Bmatrixrowindex + 1) begin
        for (Bmatrixcolindex = 0; Bmatrixcolindex < Bmatrixcolnum; Bmatrixcolindex = Bmatrixcolindex + 1) begin
                assign Bmatrix[Bmatrixrowindex][Bmatrixcolindex] = B[(Bmatrixcolnum * Bmatrixrownum) * word_size - 1 - (Bmatrixcolnum * Bmatrixrowindex + Bmatrixcolindex) * word_size : (Bmatrixcolnum * Bmatrixrownum) * word_size -1 - (Bmatrixcolnum * Bmatrixrowindex + Bmatrixcolindex) * word_size  - (word_size-1)];   
        end
    end
    for(x=0; x<Amatrixrownum; x=x+1) begin
        for(y=0; y<Amatrixcolnum; y=y+1) begin
            assign add_sub_wire[x][y] = (op == 1'b0) ? Amatrix[x][y] + Bmatrix[x][y] : Amatrix[x][y] - Bmatrix[x][y];
        end
    end
    for(i=0; i<Amatrixrownum; i=i+1)begin
        for(j=0; j<Bmatrixcolnum; j=j+1)begin
                assign ASP[(Amatrixrownum*Bmatrixcolnum*word_size-1)-(Bmatrixcolnum*i+j)*word_size:(Amatrixrownum*Bmatrixcolnum*word_size-1)-(Bmatrixcolnum*i+j) * word_size - (word_size-1)] = add_sub_wire[i][j];
        end
    end
endgenerate
endmodule
module matrix_alu #(parameter word_size = 8,  
                    parameter Amatrixrownum = 2,  
                    parameter Amatrixcolnum = 2,  
                    parameter Bmatrixrownum = 2,  
                    parameter Bmatrixcolnum = 2)(  
input   wire        clk,  
input   wire        resetn,  
input   wire        [(Amatrixcolnum * Amatrixrownum) * word_size - 1 : 0]A,  
input   wire        [(Bmatrixcolnum * Bmatrixrownum) * word_size - 1 : 0]B,  
input   wire        [1:0] op,   
output  wire        [(Amatrixcolnum * Amatrixrownum) * (Bmatrixcolnum * Bmatrixrownum) * word_size - 1 : 0] C  
);
wire    [(Amatrixrownum * Bmatrixcolnum) * word_size - 1 : 0] m_add, m_sub, m_mul;
wire    [(Amatrixcolnum * Amatrixrownum) * (Bmatrixcolnum * Bmatrixrownum) * word_size - 1 : 0] m_kro;
reg     [(Amatrixcolnum * Amatrixrownum) * (Bmatrixcolnum * Bmatrixrownum) * word_size - 1 : 0] C_reg;
always@(posedge clk or negedge resetn)begin
    if(!resetn)begin
        C_reg = 'd0;
    end else begin
        if(op==2'b00) begin
            C_reg = {{(((Amatrixcolnum * Amatrixrownum) * (Bmatrixcolnum * Bmatrixrownum) - 1)* word_size - 1){1'bz}},m_add};
        end else if (op==2'b01) begin
            C_reg = {{(((Amatrixcolnum * Amatrixrownum) * (Bmatrixcolnum * Bmatrixrownum) - 1)* word_size - 1){1'bz}},m_sub};
        end else if (op==2'b10) begin
            C_reg = {{(((Amatrixcolnum * Amatrixrownum) * (Bmatrixcolnum * Bmatrixrownum) - 1)* word_size - 1){1'bz}},m_mul};
        end else if (op==2'b11) begin
            C_reg = m_kro;
        end
    end
end
assign C = C_reg;
matrix_add_sub #(.word_size(word_size),
                 .Amatrixrownum(Amatrixrownum),
                 .Amatrixcolnum(Amatrixcolnum),
                 .Bmatrixrownum(Bmatrixrownum),
                 .Bmatrixcolnum(Bmatrixcolnum))mat_add(
.op(1'b0),                            
.A(A),
.B(B),
.ASP(m_add)
);
matrix_add_sub #(.word_size(word_size),
                 .Amatrixrownum(Amatrixrownum),
                 .Amatrixcolnum(Amatrixcolnum),
                 .Bmatrixrownum(Bmatrixrownum),
                 .Bmatrixcolnum(Bmatrixcolnum))mat_sub(
.op(1'b1),                            
.A(A),
.B(B),
.ASP(m_sub)
);
matrix_mul #(.word_size(word_size),
                 .Amatrixrownum(Amatrixrownum),
                 .Amatrixcolnum(Amatrixcolnum),
                 .Bmatrixrownum(Bmatrixrownum),
                 .Bmatrixcolnum(Bmatrixcolnum))mat_mul(
.A(A),
.B(B),
.MP(m_mul)
);
matrix_kronecker #(.word_size(word_size),
                 .Amatrixrownum(Amatrixrownum),
                 .Amatrixcolnum(Amatrixcolnum),
                 .Bmatrixrownum(Bmatrixrownum),
                 .Bmatrixcolnum(Bmatrixcolnum))mat_kron(
.A(A),
.B(B),
.TP(m_kro)
);                    
endmodule                 
module matrix_kronecker #(parameter word_size = 32,  
                        parameter Amatrixrownum = 2,  
                        parameter Amatrixcolnum = 2,  
                        parameter Bmatrixrownum = 2,   
                        parameter Bmatrixcolnum = 2)(  
    input   wire [(Amatrixcolnum * Amatrixrownum) * word_size - 1 : 0]A,  
    input   wire [(Bmatrixcolnum * Bmatrixrownum) * word_size - 1 : 0]B,  
    output  wire [(Amatrixcolnum * Amatrixrownum) * (Bmatrixcolnum * Bmatrixrownum) * word_size - 1 : 0]TP  
);
    wire    [(word_size-1):0] Amatrix [0:Amatrixrownum - 1][0:Amatrixcolnum - 1];
    wire    [(word_size-1):0] Bmatrix [0:Bmatrixrownum - 1][0:Bmatrixcolnum - 1];
    wire    [(word_size-1):0] tensorproduct[Amatrixrownum * Bmatrixrownum - 1:0][ Bmatrixcolnum * Amatrixcolnum - 1:0];
genvar x, y, z, w;
genvar i, j;
genvar Amatrixrowindex, Amatrixcolindex;
genvar Bmatrixrowindex, Bmatrixcolindex;
generate
    for (Amatrixrowindex = 0; Amatrixrowindex < Amatrixrownum; Amatrixrowindex = Amatrixrowindex + 1) begin
        for (Amatrixcolindex = 0; Amatrixcolindex < Amatrixcolnum; Amatrixcolindex = Amatrixcolindex + 1) begin
                assign Amatrix[Amatrixrowindex][Amatrixcolindex] = A[(Amatrixcolnum * Amatrixrownum) * word_size - 1 - (Amatrixcolnum * Amatrixrowindex + Amatrixcolindex) * word_size : (Amatrixcolnum * Amatrixrownum) * word_size -1 - (Amatrixcolnum * Amatrixrowindex + Amatrixcolindex) * word_size  - (word_size-1)]; 
        end
    end
    for (Bmatrixrowindex = 0; Bmatrixrowindex < Bmatrixrownum; Bmatrixrowindex = Bmatrixrowindex + 1) begin
        for (Bmatrixcolindex = 0; Bmatrixcolindex < Bmatrixcolnum; Bmatrixcolindex = Bmatrixcolindex + 1) begin
                assign Bmatrix[Bmatrixrowindex][Bmatrixcolindex] = B[(Bmatrixcolnum * Bmatrixrownum) * word_size - 1 - (Bmatrixcolnum * Bmatrixrowindex + Bmatrixcolindex) * word_size : (Bmatrixcolnum * Bmatrixrownum) * word_size -1 - (Bmatrixcolnum * Bmatrixrowindex + Bmatrixcolindex) * word_size  - (word_size-1)];   
        end
    end
    for(x=0; x<Amatrixrownum; x=x+1) begin
        for(y=0; y<Amatrixcolnum; y=y+1) begin
            for(z=0; z<Bmatrixrownum; z=z+1) begin
                    for(w=0; w<Bmatrixcolnum; w=w+1)begin
                    assign tensorproduct[x*Bmatrixrownum+z][y*Bmatrixcolnum+w] = Amatrix[x][y] * Bmatrix[z][w]; 
                end
            end
        end
    end
    for(i=0; i<Amatrixrownum*Amatrixcolnum; i=i+1)begin
        for(j=0; j<Bmatrixrownum*Bmatrixcolnum; j=j+1)begin
            assign TP[(Amatrixcolnum * Bmatrixcolnum * Amatrixcolnum * Bmatrixcolnum * word_size - 1) - (((Amatrixcolnum * Bmatrixcolnum) * i) + j) * word_size : (Amatrixcolnum * Bmatrixcolnum * Amatrixcolnum * Bmatrixcolnum * word_size - 1) - (((Amatrixcolnum * Bmatrixcolnum) * i) + j) * word_size  - (word_size-1)] = tensorproduct[i][j];
        end
    end
endgenerate
endmodule
module matrix_mul #(parameter word_size = 32,  
                        parameter Amatrixrownum = 2,  
                        parameter Amatrixcolnum = 2,  
                        parameter Bmatrixrownum = 2,  
                        parameter Bmatrixcolnum = 1)(  
    input   wire        [(Amatrixcolnum * Amatrixrownum) * word_size - 1 : 0]A,  
    input   wire        [(Bmatrixcolnum * Bmatrixrownum) * word_size - 1 : 0]B,  
    output  wire        [(Amatrixrownum * Bmatrixcolnum) * word_size - 1 : 0]MP  
);
    wire    [(word_size-1):0] Amatrix [0:Amatrixrownum - 1][0:Amatrixcolnum - 1];
    wire    [(word_size-1):0] Bmatrix [0:Bmatrixrownum - 1][0:Bmatrixcolnum - 1];
    wire    [(word_size-1):0] matrixproduct_wire[0:Amatrixrownum - 1][0:Bmatrixcolnum - 1];   
genvar i, j;
genvar Amatrixrowindex, Amatrixcolindex;
genvar Bmatrixrowindex, Bmatrixcolindex;
genvar x, y, z, w; 
generate
    for (Amatrixrowindex = 0; Amatrixrowindex < Amatrixrownum; Amatrixrowindex = Amatrixrowindex + 1) begin
        for (Amatrixcolindex = 0; Amatrixcolindex < Amatrixcolnum; Amatrixcolindex = Amatrixcolindex + 1) begin
                assign Amatrix[Amatrixrowindex][Amatrixcolindex] = A[(Amatrixcolnum * Amatrixrownum) * word_size - 1 - (Amatrixcolnum * Amatrixrowindex + Amatrixcolindex) * word_size : (Amatrixcolnum * Amatrixrownum) * word_size -1 - (Amatrixcolnum * Amatrixrowindex + Amatrixcolindex) * word_size  - (word_size-1)]; 
        end
    end
    for (Bmatrixrowindex = 0; Bmatrixrowindex < Bmatrixrownum; Bmatrixrowindex = Bmatrixrowindex + 1) begin
        for (Bmatrixcolindex = 0; Bmatrixcolindex < Bmatrixcolnum; Bmatrixcolindex = Bmatrixcolindex + 1) begin
                assign Bmatrix[Bmatrixrowindex][Bmatrixcolindex] = B[(Bmatrixcolnum * Bmatrixrownum) * word_size - 1 - (Bmatrixcolnum * Bmatrixrowindex + Bmatrixcolindex) * word_size : (Bmatrixcolnum * Bmatrixrownum) * word_size -1 - (Bmatrixcolnum * Bmatrixrowindex + Bmatrixcolindex) * word_size  - (word_size-1)];   
        end
    end
    reg     [word_size-1 : 0] temp_res0 [Amatrixcolnum-1:0][Amatrixrownum*Bmatrixcolnum-1:0];
    wire    [word_size-1 : 0] temp_res1 [Amatrixcolnum-1:0][Amatrixrownum*Bmatrixcolnum-1:0];
    for(x=0; x<Amatrixrownum; x=x+1) begin
        for(w=0; w<Bmatrixcolnum; w=w+1)begin
            for(y=0; y<Amatrixcolnum; y=y+1) begin
                wire    [word_size-1 : 0] temp_res0_w;
                assign temp_res0_w = Amatrix[x][y] * Bmatrix[y][w];
                always@(temp_res0_w) begin
                    temp_res0[y][Bmatrixcolnum*x+w] = temp_res0_w;
                end
            end
            for(z=0; z<Amatrixcolnum-1; z=z+1)begin
                if (z == 0) begin
                    assign temp_res1[0][Bmatrixcolnum*x+w] = temp_res0[0][Bmatrixcolnum*x+w] + temp_res0[1][Bmatrixcolnum*x+w];
                end else begin
                    assign temp_res1[z][Bmatrixcolnum*x+w] = temp_res1[z-1][Bmatrixcolnum*x+w] + temp_res0[z+1][Bmatrixcolnum*x+w];
                end
            end
            assign matrixproduct_wire[x][w] = temp_res1[Amatrixcolnum-2][Bmatrixcolnum*x+w];
        end
    end    
    for(i=0; i<Amatrixrownum; i=i+1)begin
        for(j=0; j<Bmatrixcolnum; j=j+1)begin
                assign MP[(Amatrixrownum*Bmatrixcolnum*word_size-1)-(Bmatrixcolnum*i+j)*word_size:(Amatrixrownum*Bmatrixcolnum*word_size-1)-(Bmatrixcolnum*i+j)*word_size - (word_size-1)] = matrixproduct_wire[i][j];
        end
    end
endgenerate
endmodule
```
==> out/qor.yml <==
yosys:
  syn_area_per_cell_um2: 8.585
  synth-main-ff-cell: "dfrtp_1"
  synth_stat.cells: 2494
  synth_warnings: 8
  syn_inst: 2494
  synthArstFlopShare_pct: 100.0
  yosysUniqueCellTypes: 42
  seq_area_frac_synth_pct: 14.96
  synth_top_area_share_pct: 19.87
  netlist_area_um2: 21410
  area_leaders: "ha_1 (20%), fa_1 (19%), dfrtp_1 (15%)"
  ys_seq_elements: 128
  ys_chip_area_um2: 21410
  yosys.area.top_type: "ha_1"
  synth-edff-count: 0
routing:
  diodes: 0
  vias: 19480
  post_drt_wl_per_cell_um: 19.99
  drt_iter0_drc: 1031
  via_per_inst: 4.661
  postRouteAntennaNets: 0
  drt_wl_total_um: 83550
  drtPass1Iterations: 5
  route.detailed.drc: 0
job:
  tool_warnings: 56
  max_cap_violations: 0
critical_path:
  cp-start-kind: "input port"
  slowest_stage: "fa_2"
  worst-path-max-fanout: 8
  cp_data_arrival_time_ns: 4.10
  crit_chain: "buf_12 -> buf_6 -> nand2_1 -> fa_1 -> inv_1 -> ha_1 -> inv_2 -> fa_1 -> fa_2 -> inv_2 -> ha_4 -> xnor2_4 -> ha_4 -> a21oi_2 -> o21ai_2 -> xor2_1 -> or3_1 -> nand3_1 -> o31ai_1"
  endpoint_kind: "flip-flop"
  worstPathRequired_ns: 1.36
  critPathMaxStageDelay_ns: 0.58
  critical_path_buf_inv_count: 5
  cp_top_family: "adder cells"
  critical_path_class: "input port to flip-flop"
grt:
  grt_pass1_wl_um: 126200
  grt_antenna_before_repair: 2
  grt_usage_pct: 24.10
  grt_pass1_vias: 20440
  grt-ovfl-total: 0
  grt_start_max_net_pins: 59
power_and_ir_drop:
  pwr-share-comb_pct: 77.7
  pwr-share-seq_pct: 11.5
  intPower_mw: 34.28
  vdd.ir_drop.worst_v: 0.001605
  swShare_pct: 40.95
  p_leak_nw: 16.69
  p_per_area_nw_per_um2: 1641
  p_total_mw: 58.06
  clkPwrFrac_pct: 10.8
  p_sw_mw: 23.78
final_layout:
  fillerInstances: 5954
  syn2layout_area_growth_pct: 65.29
  final_cell_mix: "buf_4 (346), inv_1 (251), nand2_1 (223)"
  final_common_cell: "buf_4"
  largest_reg_flops: 128
  regArea_um2: 3203
  comb_area_um2: 20700
  final_layout_size_suffix_gt1_share_pct: 48.58
outcome:
  violations: "setup timing"
  outcome: "complete, but fails checks"
final_timing:
  setup_ws_ns: -2.736
  slew_violations: 0
  relSlewSlack_pct: 70.00
  finalSetupViolations: 239
  rsz0062_at_grt: "yes"
  fmax_mhz: 267.6
  fin_crit_ns: 3.736
  hold_viol: 0
  worst_slew_pin_slew_ns: 0.4500
  timing.hold.ws_ns: 0.08376
  period_used_pct: 373.6
floorplan:
  fp-utilization_pct: 30.47
  chipArea_um2: 72440
  rows: 97
  core-area_um2: 70270
  die_h_um: 269.2
  pin_count: 196
  fp.dieW_um: 269.2
clock_tree:
  cts.sink_count: 128
  cts_root_buf: "clkbuf_16"
  cts_buffers: 17
  path_clk_slew_ns: 0.06
  cts-htree-levels: 4
  clockBufferDepth: 2
  cts_tree: "done"
placed_design:
  gp_congestion: 0.9954
  portBuffers: 195
  place_hpwl_um: 63920
worst_hold_path:
  hold_path.class: "input port to asynchronous set/reset pin"
-- cell type report --
type | instances | area share (%)
multi-input combinational | 1860 | 58.51
timing repair buffer | 822 | 22.67
sequential | 128 | 9.051
inverter | 396 | 4.815
tap | 940 | 3.323
clock buffer | 17 | 1.202
clock inverter | 15 | 0.3889
timing repair inverter | 2 | 0.04243
-- metrics by stage --
| stage | setup TNS (ns) | utilization (%) | std cells | setup slack [ns] | instance area, um2 |
|---|---|---|---|---|---|
| 2_1_floorplan | -171.73 | - | 2494 | -3.054 | 24440 |
| 3_3_place_gp | -283.83 | 43.01 | 3963 | -3.723 | 30220 |
| 3_5_place_dp | -284.74 | 43.01 | 3963 | -3.777 | 30220 |
| 4_1_cts | -228.18 | 49.29 | 4147 | -2.726 | 34630 |
| 5_1_grt | -192.24 | 50.36 | 4180 | -2.850 | 35390 |
| 6_report | -181.39 | 50.36 | 4180 | -2.736 | 35390 |
-- kinds of logic after synthesis --
| family | count (synthesis) | synth area share [%] |
|---|---|---|
| compound gates | 253 | 7.077 |
| xor+xnor | 295 | 12.77 |
| fa+ha+maj | 544 | 38.94 |
| buf+inv | 506 | 8.947 |
| flops | 128 | 14.96 |
| mux | 15 | 0.7422 |
| simple gates | 753 | 16.56 |
-- synth_stat cells (all sizes together), types with 2 or more instances --
master	count
inv	372
ha	340
nand2	239
nor2	222
xnor2	213
fa	204
and2	194
dfrtp	128
a21oi	97
clkbuf	95
xor2	71
o21ai	64
and3	56
a21o	55
clkinv	24
nor2b	20
buf	15
o21bai	13
nand2b	11
xnor3	11
mux2i	8
mux2	7
nor3	7
o211ai	6
a211oi	3
nand3	3
a222oi	2
a31o	2
o21ba	2
o31a	2
-- power groups by stage --
| stage | sequential (mW) | combinational (mW) | clock, mW |
|---|---|---|---|
| 4_1_cts | 6.69 | 42.5 | 6.55 |
| 5_1_grt | 6.75 | 48.9 | 6.71 |
| 6_report | 6.65 | 45.1 | 6.30 |
-- worst paths after layout --
check	cells past startpoint	from	end	slack, ns
min in group clk0	3	op[1]	C_reg[28]	0.14
worst min-delay path	2	resetn	C_reg[40]	0.08
max in group asynchronous	3	resetn	C_reg[75]	0.35
worst max-delay path	19	A[10]	C_reg[7]	-2.74
-- timing repair --
| action | 4_1_cts | 5_1_grt |
|---|---|---|
| buffers inserted | 165 | 80 |
| hold buffers | 1 | 0 |
| cloned | 6 | 0 |
| gates resized | 833 | 573 |
| endpoints found under the hold margin | 128 | 0 |
| pin swaps | 337 | 295 |
| setup endpoints to repair | 250 | 245 |
-- per-layer routing --
metal  share of wire (%)  up-vias  GRT usage (%)
li1                    -     9226              -
met1                  42     9479          34.04
met2                  45      651          36.65
met3                 9.9      119          8.127
met4                 2.7        6          4.857
met5               0.045        -              0
Power and IR drop assume default switching activity.
